[design/flow/run.sh]
#!/bin/bash
# OpenROAD 26Q1-2900-gdf79404cd8, Yosys 0.63+post, stock flow scripts
make -C /OpenROAD-flow-scripts/flow DESIGN_CONFIG=/design/flow/config.mk WORK_HOME=/design/flow/orfs finish
[design/flow/config.mk]
export PLATFORM = sky130hd
export DESIGN_NAME = mux84
export DESIGN_NICKNAME = mux84
export VERILOG_FILES = /design/flow/design.v
export SDC_FILE = /design/flow/constraint.sdc
export NUM_CORES = 4
export LEC_CHECK = 1
export CORE_AREA = 10 10 70 70
export DIE_AREA = 0 0 80 80
[design/flow/constraint.sdc]
current_design mux84

set clk_period 1.0
set clk_io_pct 0.2

create_clock -name clk0 -period $clk_period

set non_clock_inputs [all_inputs -no_clocks]
set_input_delay [expr $clk_period * $clk_io_pct] -clock clk0 $non_clock_inputs
set_output_delay [expr $clk_period * $clk_io_pct] -clock clk0 [all_outputs]
[design/flow/design.v]
module mux2(s, d0, d1, y);
input s;
input d0;
input d1;
output y;
wire a1;
wire a2;
and aa(a1,~s,d0);
and bb(a2,s,d1);
or cc(y,a1,a2);
endmodule
module mux4(s, d, y);
input [1:0] s;
input [3:0] d;
output y;
reg y;
always@(s or d)
begin
case(s)
    2'b00 : y=d[0];
    2'b01 : y=d[1];
    2'b10 : y=d[2];
    2'b10 : y=d[3];
    endcase
end
endmodule
module mux84(s, d, y);
input [2:0] s;
input [7:0] d;
output y;
wire y1,y2;
mux4 aa(s[1:0],d[3:0],y1);
mux4 bb(s[1:0],d[7:4],y2);
mux2 cc(s[2],y1,y2,y);
endmodule
==> results.cfg <==
; implementation run metrics
[timing]
slew_violations = 0
unclocked_regs = 2
whs_ps = 707.4
layout_min_cycle_time_ps = 881.0
untimed_endpoints = 2
hold_viol = 0
slew_headroom_pct = 89.07
layout_worst_path_cycle_share_pct = 88.10
final-setup-viol-count = 0
grt_setup_unrepaired = no
max_freq_mhz = 1135
worst_pin_slew_ps = 162.2

[synthesis]
largest_area_cell = ha_1
netlist_area_um2 = 122.6
edf_count = 0
synthTopCellsByArea = ha_1 31%, dlxtn_1 24%, a22oi_1 12%
top_cell_area_share_pct = 30.61
ys_cells = 14
ys.flops = 2
async_flop_share_pct = 0
synthCells = 14
top_cell = ha_1
avgSynthCellArea_um2 = 8.758
synth_cell_types = 7
flop_cell = dlxtn_1
synth_warnings = 1
ys_area_um2 = 122.6

[route]
postRouteAntennaNets = 0
num_vias = 125
antenna_cells = 0
drt_pass1_iterations = 1
routedWlPerCell_um = 5.986
route.met3.wl_um = 47
drt_first_iter_violations = 0
routed_via_density = 1.786
m1WireLength_um = 175
wl_met2_um = 196
drc = 0
wirelength_um = 419
highest_layer = met3

[pwr]
power_frac_clock_pct = 0
ir_drop_v = 0.00002923
p_switching_mw = 0.02113
switching_share_pct = 29.24
p_int_mw = 0.05113
p_leak_nw = 0.1086
seqPwrFrac_pct = 10.5
comb_power_share_pct = 89.5
p_per_area_mw_per_mm2 = 267.4

[floorplanning]
io_pins = 12
fp.dieW_um = 80
die_h_um = 80
chipArea_mm2 = 0.006400
fp-row-count = 21
initial_core_util_pct = 3.590
core_mm2 = 0.003416

[place]
port_buffers = 10
place_congestion = 0.6137

[final_layout]
area_delta_synth_final_pct = 120.4
final_util_pct = 7.912
layout-drive-gt1-share_pct = 12.50

[job]
warnings = 36
cap_viol_max_count = 0

[setup_path]
cp_max_fo = 1
cp.required_ps = 800
crit_arrival_ps = 680
critPathCaptureType = output port
critical_path_class = in -> out
startpoint_type = input port

[cts]
hold_buffers = 0
cts_setup_buffers = 0
cts_resized = 5

[global_routing]
grt_first_pass_wirelength_um = 655
antenna_found_initial = 0
grt_max_degree = 5
gr-total-overflow = 0
grt_pass1_vias = 139
grtUsageTotal_pct = 1.271

[outcome]
status = finished clean

[min_path]
hp-class = in -> out
## power by group through the flow
stage | sequential (mW) | combinational, mW | clock [mW]
final | 0.00756 | 0.0647 | 0
after global routing | 0.00765 | 0.0734 | 0
after CTS | 0.00757 | 0.0670 | 0
## logic make-up after synthesis
family	count (synthesis)	share of synthesized area (%)
AOI/OAI and AO/OA	4	20.40
adders and majority gates	3	30.62
and+or+nand+nor	2	6.125
buffers and inverters	2	6.125
latches	2	24.49
muxes	1	12.24
## per-stage QoR
| step | power (mW) | area, um^2 | instances | TNS, ps | setup WS [ps] |
|---|---|---|---|---|---|
| floorplan | 0.03012 | 122.6 | 14 | 0 | 341.2 |
| global placement | 0.07542 | 280.3 | 70 | -582.6 | -582.6 |
| detailed placement | 0.07708 | 280.3 | 70 | -588.2 | -588.2 |
| CTS | 0.07455 | 275.3 | 70 | 0 | 6.072 |
| global route | 0.08105 | 270.3 | 70 | 0 | 86.14 |
| finish | 0.07226 | 270.3 | 70 | 0 | 119.0 |
## flip-flops by register name (all words and copies together) (netlist names)
register,flops
aa.y,1
bb.y,1
## per-layer routing
metal  global-route usage (%)  vias up
li1                         -       68
met1                    1.521       52
met2                    2.167        5
met3                   0.5682        0
met4                        0        0
met5                        0        -
## final cells by class
type                    instances  area (um^2)
inverters                       2        7.507
fillers                       411         3146
repair buffers                 10        90.09
flip-flops and latches          2        30.03
well taps                      46        57.56
multi-input cells              10        85.08
## cell usage in the layout, fill, tap and decap left out, drive strengths merged
cell type      netlist  routed
buf                  0       1
nand2                2       2
inv                  2       2
ha                   3       3
mux2                 1       1
dlxtn                2       2
o21ai                2       2
clkbuf               0       1
clkdlybuf4s50        0       8
a22oi                2       2
## critical path: stages
cell and delay, ps:
clkbuf_2 90, mux2_4 280, buf_2 110
## final timing paths
check / from / end / slack (ps) / depth (start not counted)
max: s[2] / y / 120 / 3
min: s[2] / y / 710 / 3
Power is estimated from default activity; no workload was simulated.
